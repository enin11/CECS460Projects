## ./config.mk

```make
export PLATFORM = sky130hd
export DESIGN_NAME = bit_time_counter
export DESIGN_NICKNAME = bit_time_counter
export VERILOG_FILES = /design/flow/design.v
export SDC_FILE = /design/flow/constraint.sdc
export NUM_CORES = 4
export LEC_CHECK = 1
export CORE_AREA = 10 10 90 90
export DIE_AREA = 0 0 100 100
```

## ./constraint.sdc

```tcl
current_design bit_time_counter

set clk_period 4.2
set clk_io_pct 0.2

create_clock -name clk0 -period $clk_period [get_ports {clk}]

set non_clock_inputs [all_inputs -no_clocks]
set_input_delay [expr $clk_period * $clk_io_pct] -clock clk0 $non_clock_inputs
set_output_delay [expr $clk_period * $clk_io_pct] -clock clk0 [all_outputs]
```

## ./design.v

```verilog
`timescale 1ns / 1ps
module bit_time_counter(input clk, rst, doit,
								input [18:0] k,
								output btu);
	reg [18:0] bitTimeCounter, bitTimeCount;	
	assign btu = (bitTimeCounter == k);
	always @ (posedge clk, posedge rst)
		begin
			if (rst)
				bitTimeCounter <= 19'b0;
			else
				bitTimeCounter <= bitTimeCount;
		end
	always @ (*)
		begin
			case ({doit, btu})
				2'b00 : bitTimeCount = 19'b0;
				2'b01 : bitTimeCount = 19'b0;
				2'b10 : bitTimeCount = bitTimeCounter + 19'b1;
				2'b11 : bitTimeCount = 19'b0;
				default: bitTimeCount = 19'b0;
			endcase	
		end							
endmodule
```

## ./run.sh

```bash
#!/bin/bash
# OpenROAD 26Q1-2900-gdf79404cd8, Yosys 0.63+post, stock flow scripts
make -C /OpenROAD-flow-scripts/flow DESIGN_CONFIG=/design/flow/config.mk WORK_HOME=/design/flow/orfs finish
```

==> impl_metrics.yaml <==
# implementation run metrics
routing:
  ant_nets: 0
  vias: 1074
  drt_wl_total_um: 3396
  drc: 0
  first_pass_iters: 4
  drtIter0Drc: 84
  vias_per_cell: 4.690
  diodes: 0
  wl_per_cell_um: 14.83
power:
  p_sw_uw: 88.69
  p_int_uw: 281.0
  p_leak_uw: 0.0005444
  p_total_uw: 369.7
  p_clk_frac: 0.352
  swShare: 0.2399
  pwr-share-seq: 0.511
  p_per_area_mw_per_mm2: 226.4
  vdd_drop_max_mv: 0.09307
  pwr-share-comb: 0.137
flow_run:
  drv_cap: 0
  warnings: 25
timing:
  fin_worst_skew_ns: 0.003220
  slew-limit-headroom: 0.4819
  hold_slack_ns: 0.5681
  min_period_ns: 3.470
  fin_setup_tns_ns: 0
  fmax_mhz: 288.2
  slew_violations: 0
  worstMarginPinSlew_ns: 0.7763
  hold_violations: 0
  rsz0062_at_grt: "false"
  finalCritPeriodShare: 0.8262
  finalSetupViolCount: 0
clocking:
  cts_setup_buffers: 0
  cts_tree: "yes"
  clk_latency_ns: 0.26
  cts_max_path_buffers: 2
  cts_resized: 0
  clock_sinks: 19
  hold_buffers: 0
  h-tree-depth: 1
  cts_buffers: 3
  clk_pin_slew_worst_paths_ns: 0.07
  cts_root_buffer: "clkbuf_8"
synthesis:
  ys_cells: 136
  netlist_instances: 136
  postSynthSeqShare: 0.3643
  syn_avg_cell_area_um2: 9.596
  synthesis.area_mm2: 0.001305
  ys_area_mm2: 0.001305
  ys_ff: 19
  top_cells_by_area: "dfrtp_1 (36%), xnor2_1 (19%), a211oi_1 (8.1%), xor2_1 (3.4%), nand4_1 (2.9%)"
  synth_top_cell_by_area: "dfrtp_1"
  yosysWarnings: 1
  top_area_frac: 0.3643
  netlist-cell-type-count: 32
critical_path:
  worst-setup-path-type: "in -> out"
  cp.required_ns: 3.36
  crit_path_start_kind: "input port"
  reg2reg_depth: 5
  critPathMaxFanout: 2
  arrival_ns: 2.63
  cp-end-kind: "primary output"
global_route:
  antenna_found_initial: 0
  grt_pass1_wl_um: 5878
  grt_pass1_vias: 1136
  gr-usage-all-layers: 0.07097
  grt_max_degree: 20
  grt_overflow_total: 0
finish:
  lay_top_count: "xnor2_1"
  drive_gt1_frac: 0.09211
  reg_top3: "bitTimeCounter (19)"
  fin_area_mm2: 0.001633
  logic_area_um2: 750.7
  largest_reg_flops: 19
  ff_latch_area_um2: 475.5
  mostFrequentLayoutCells: "xnor2_1 (28), clkdlybuf4s50_1 (22), dfrtp_1 (19), a211oi_1 (14), inv_1 (8)"
  top_register: "bitTimeCounter"
  syn_to_final_growth_pct: 25.12
  fill_cells: 664
placed_design:
  hpwl_um: 2502
  dpl_cell_area_mm2: 0.001588
  io_buffers: 22
  place.gp.congestion: 0.8426
floorplan:
  dieHeight_um: 100
  fp-row-count: 29
  chip_area_mm2: 0.01000
  io_pins: 23
  fp_util: 0.2079
  fp.dieW_um: 100
  core_mm2: 0.006277
run_status:
  status: "finished clean"
worst_hold_path:
  holdPathStages: 1
  min_path_type: "reg -> reg"
==> metal layers <==
| layer | up-vias | GRT usage | wire (um) |
|---|---|---|---|
| met3 | 2 | 0.01527 | 155 |
| met5 | - | 0 | 0 |
| li1 | 521 | - | - |
| met2 | 17 | 0.1160 | 1731 |
| met4 | 0 | 0.006522 | 8 |
| met1 | 534 | 0.09806 | 1501 |
==> power groups by stage <==
stage                 Combinational [uW]  Clock (uW)  Sequential (uW)
after CTS                           51.7         133              189
after global routing                55.1         141              190
final                               50.5         130              189
==> critical path: stages <==
cell,delay (ns)
clkdlybuf4s50_1,0.42
xnor2_1,0.22
nand4_1,0.14
nor4_2,0.37
and2_1,0.19
clkdlybuf4s50_1,0.46
==> kinds of logic after synthesis <==
group           after synthesis  share of synthesized area
compound gates               28                     0.1630
xor+xnor                     33                     0.2215
fa+ha+maj                     1                   0.009586
buf+inv                      20                    0.06902
flops                        19                     0.3643
simple gates                 35                     0.1726
==> stage by stage <==
step | cells | util | setup WS, ns
2_1_floorplan | 136 | - | 1.661
3_3_place_gp | 225 | 0.2529 | 0.6989
3_5_place_dp | 225 | 0.2529 | 0.7191
4_1_cts | 229 | 0.2601 | 0.7081
5_1_grt | 229 | 0.2601 | 0.6202
6_report | 229 | 0.2601 | 0.7301
==> Yosys cell counts <==
cell type	n
ha_1	1
clkbuf_2	3
nand4_1	6
and4_1	1
a211oi_1	14
a21o_1	1
or4_4	1
a31o_2	1
nand4_4	1
nand2_1	5
o2111ai_1	2
nand4_2	1
o211ai_1	1
nand3_1	4
xnor2_1	28
o21a_1	1
nor3_1	5
a211oi_2	1
or4_1	1
clkbuf_1	4
buf_2	3
o41ai_1	3
nor2_1	3
and2_1	1
xor2_1	5
nor4_1	4
dfrtp_1	19
inv_1	8
nand3_2	2
buf_1	1
a21oi_1	4
buf_6	1
==> final timing paths <==
check / from / to / slack, ns
min: bitTimeCounter[0] / bitTimeCounter[0] / 0.57
max: k[18] / btu / 0.73
min reg2reg: bitTimeCounter[0] / bitTimeCounter[0] / 0.57
min in group asynchronous: rst / bitTimeCounter[6] / 1.04
max in group asynchronous: rst / bitTimeCounter[15] / 2.67
max reg2reg: bitTimeCounter[0] / bitTimeCounter[12] / 2.36
==> final cells by class <==
cell class              count  area share
multi-input cells          97      0.4598
flip-flops and latches     19      0.2912
repair buffers             24      0.1441
well taps                  77     0.05900
clock buffers               4     0.02759
inverters                   8     0.01839
Power figures rest on the tool's default switching activity, not on a simulated workload.
