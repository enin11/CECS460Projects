$ cat ./run.sh
#!/bin/bash
# OpenROAD 26Q1-2900-gdf79404cd8, Yosys 0.63+post, stock flow scripts
make -C /OpenROAD-flow-scripts/flow DESIGN_CONFIG=/design/flow/config.mk WORK_HOME=/design/flow/orfs finish
$ cat ./config.mk
export PLATFORM = sky130hd
export DESIGN_NAME = receiveEngine
export DESIGN_NICKNAME = receiveEngine
export VERILOG_FILES = /design/flow/design.v
export SDC_FILE = /design/flow/constraint.sdc
export NUM_CORES = 4
export LEC_CHECK = 1
export CORE_UTILIZATION = 50
$ cat ./constraint.sdc
current_design receiveEngine

set clk_period 6.5
set clk_io_pct 0.2

create_clock -name clk0 -period $clk_period [get_ports {clk}]

set non_clock_inputs [all_inputs -no_clocks]
set_input_delay [expr $clk_period * $clk_io_pct] -clock clk0 $non_clock_inputs
set_output_delay [expr $clk_period * $clk_io_pct] -clock clk0 [all_outputs]
$ cat ./design.v
`timescale 1ns / 1ps
module receiveEngine(input clk, rst, Rx, eight, pen, reads0, even, 
							input [18:0] k,
							output reg RxRdy, perr, ferr, ovf,
							output [7:0] data);
	wire btu, done, shift, overflow, stop_bit, parity;
	reg start, doit, parity_gen, parity_gen_sel, parity_bit_sel,
		 stop_bit_sel;
	reg [1:0] pstate, nstate;
	reg [3:0] bit_count, bit_counter, bits;  
	reg [9:0] shift_out, combo_out;
	reg [18:0] bit_time_count, bit_time_counter, bit_time; 
	always @ (posedge clk, posedge rst)
		begin
			if (rst)
				pstate <= 2'b00;
			else
				pstate <= nstate;
		end
	always @ (*)
		begin
			case (pstate)
				0: begin
					{start, doit} = 2'b00;
					if(Rx)
						nstate = 0;
					else
						nstate = 1;
					end
				1: begin
					{start, doit} = 2'b11;
					if (Rx)
						nstate = 0;else
					if (~Rx && btu)
						nstate = 1;
					else
						nstate = 2;
					end
				2: begin
					{start, doit} = 2'b01;
					if (done)
						nstate = 0;
					else 
						nstate = 2;
					end
				default: begin
							{start, doit} = 2'b00;
							nstate = 2'b00; 
							end 
			endcase
		end
	always @ (*) 
		begin
			if (start) 
				bit_time = k >> 1; 
			else
				bit_time = k;		 
		end	
	assign btu = (bit_time_count == bit_time);
	assign shift = btu & ~start; 
	always @(posedge clk, posedge rst)
		begin
			if(rst)
				bit_time_count <= 0;
			else
				bit_time_count <= bit_time_counter;
		end
	always @(*)
		begin
			case ({doit,btu})
				0: bit_time_counter = 0;
				1: bit_time_counter = 0;
				2: bit_time_counter = bit_time_count + 1;
				3: bit_time_counter = 0;
			endcase
		end
	always @ (*)
		begin
			case ({eight,pen})
				0: bits = 9;
				1: bits = 10;
				2: bits = 10;
				3: bits = 11;
				default: bits = 9;
			endcase
		end
	assign done = (bit_count == bits);	
	always @(posedge clk, posedge rst)
		begin
			if(rst)
				bit_count <= 0;
			else
				bit_count <= bit_counter;
		end
	always @(*)
		begin
			case ({doit,btu})
				0: bit_counter = 0;
				1: bit_counter = 0;
				2: bit_counter = bit_count;
				3: bit_counter = bit_count + 1;
			endcase
		end
	always @(posedge clk, posedge rst)
		begin
			if (rst)
				shift_out <= 10'b0; else
			if (shift)
				shift_out <= {Rx, shift_out[9:1]};
			else
				shift_out <= shift_out;	
		end
	always @(*)
		begin
			case ({eight, pen})
				0: combo_out = shift_out >> 2; 			 
				1: combo_out = shift_out >> 1;			 
				2: combo_out = shift_out >> 1;			 
				3: combo_out = shift_out;					 
			endcase
		end
	assign data = combo_out [6:0];  
	always @(*)
		begin
			if (eight)
					parity_gen_sel = combo_out[7];
			else
					parity_gen_sel = 0; 
		end
	always @(*)
		begin
			if (eight)
				parity_bit_sel = combo_out[8];
			else
				parity_bit_sel = combo_out[7];
		end
	always @(*) 
		begin
			case ({eight, pen})
				0: stop_bit_sel = combo_out[7];
				1: stop_bit_sel = combo_out[8];
				2: stop_bit_sel = combo_out[8];
				3: stop_bit_sel = combo_out[9];
			endcase
		end
	always @(posedge clk, posedge rst)
		 begin
			if(rst)
				RxRdy <= 0;else
			if(done)
				RxRdy <= 1;else
			if(reads0)
				RxRdy <= 0;
			else
				RxRdy <= RxRdy;
		 end
	always @(*)
		begin
			if (even)
				parity_gen = parity_gen_sel;
			else
				parity_gen = ~parity_gen_sel;	
		end
	assign parity = (parity_gen ^ parity_bit_sel) & pen & done;	
	always @ (posedge clk, posedge rst)
		begin
			if (rst)
				perr <= 0; else
			if (parity)
				perr <= 1; else
			if (reads0)
				perr <= 0; 
			else
				perr <= perr;
		end
	assign stop_bit = done & ~stop_bit_sel;
	always @ (posedge clk, posedge rst)
		begin
			if (rst)
				ferr <= 0; else
			if (stop_bit)
				ferr <= 1; else
			if (reads0)
				ferr <= 0;
			else
				ferr <= ferr;
		end
	assign overflow = RxRdy & done;
	always @ (posedge clk, posedge rst)
		begin
			if (rst)
				ovf <= 0; else
			if (overflow)
				ovf <= 1; else
			if (reads0)
				ovf <= 0;
			else
				ovf <= ovf;
		end
endmodule
==> results.txt <==
flow finished, numbers: status=completed, Clock Skews=0.00706 ns, Final Max Tran Viols=0, Worst Path Max Fanout=13, Critical Path RT=5.20 ns, HPWL after detailed placement=3560 um, Critical Path Start Type=input port, CP startpoint=eight, Core Area=4850 sq um, CP delay by family, top=buffers and inverters, Worst-path clk slew=0.07 ns, CTS sink count=40, Synth flops=40, Syn. warnings=1, Cell Rows=25, Initial Util=0.532, FF-to-FF Start=pstate[2]$_DFF_PP0_, fmax=0.220 GHz, Placer Congestion=0.821, initial antenna violation count=0, Hold Path Sink=shift_out[0]$_DFFE_PP0P_, synth unique cells=54, ys cells=268, layout cells sized above 1=0.0900, Placed Cells=359, Post-route DRC=0, non-filler cells, final=367, dpl ws=1.98 ns, H-tree lvl count=2, Top Ports=38, hold_ws=0.509 ns, Root Buffer=clkbuf_8, Slew @ Worst Pin=0.789 ns, clk ins delay skew pair=0.29 ns, r2r worst-path depth=7, Max clock buf depth=2, final period utilization=0.699, P per Cell Area=162 nW/um^2, setup TNS=0 ns, Slowest cell on crit path=ha_1, first-pass GRT wire length=8480 um, slew margin rel.=0.474, CP cell instances=clkdlybuf4s50_1, inv_1, ha_1, a22oi_1, o21ai_0, clkdlybuf4s50_1, post-CTS setup repair buffer count=0, via count=1999, largest net degree at the start of global routing=41, Seq/Total Area, Yosys=0.389, Worst Hold Depth=1, WP buf/inv=3, worst hold path class=reg -> reg, vias in the first global route=1868, CTS tree=done, Layout area overhead=18.2%, VDD IR max=102 uV, Avg Cell Area, Syn=9.62 sq um, hold path start=shift_out[0]$_DFFE_PP0P_, Vias/cell=5.45, First-pass DRT Iterations=4, critical path type=in -> out, Crit. End Element=primary output, number of synthesized flops with an enable pin=0, Post-synth ARST share=1.00, Final WS setup=1.96 ns, FF-to-FF setup slack=3.71 ns, CP most frequent cell=clkdlybuf4s50_1, synthesized instance count=268, cts repair resizes=0, Inserted Clock Buffers=5, Setup Viol. Count Final=0, ant diodes=0, cts hold-fix bufs=0, Avg WL per Cell=13.7 um, GR Overflow Total=0, Detail Route Antenna Nets=0, Die Y=73.8 um, Critical Path Stages=6, YS chip area=2580 sq um, max incr delay on CP=0.54 ns, min Tclk post-route=4.54 ns, OpenROAD warnings=27, GRT Total Usage=0.211, mapped cell area=2580 sq um, Post-synth top flop=dfrtp_1, WL final=5040 um, DIE WIDTH=73.8 um, DR iter-0 viols=79, P_leak=0.00118 uW, Die ar.=5450 sq um, RSZ-0062 raised after global routing=no, # Max-Cap Violations=0, final core occ=0.629, Arrival @ worst endpoint=3.24 ns, port bufs=36, final hold viol count=0, FF-to-FF End=bit_time_count[15]$_DFF_PP0_
-- cell usage after synthesis (all sizes together) (3+ instances only) --
library cell | count | area [sq um]
ha | 4 | 50.1
mux2i | 14 | 140
o21ai | 17 | 88.8
inv | 15 | 56.3
xnor2 | 27 | 236
mux2 | 10 | 113
dfrtp | 39 | 976
nand2 | 17 | 63.8
nor2b | 4 | 25.0
nor2 | 27 | 101
xor2 | 11 | 96.3
buf | 5 | 50.0
nand4 | 7 | 50.1
nand2b | 3 | 18.8
and4 | 3 | 27.5
a22oi | 8 | 60.1
clkbuf | 9 | 46.3
nand3 | 8 | 52.6
and3 | 3 | 18.8
nor3 | 3 | 15.0
a21oi | 6 | 30.0
-- worst max path at each step --
stage | endpoint | slack (ns)
6_report | data[1] | 1.96
5_1_grt | data[1] | 1.82
4_1_cts | data[6] | 1.98
-- logic make-up after synthesis --
family	after synthesis	synth area share
and+or+nand+nor	85	0.177
AOI/OAI and AO/OA	47	0.128
DFF	40	0.389
xor gates and xnor gates	38	0.129
buffers and inverters	29	0.0592
muxes	24	0.0980
adders and majority gates	4	0.0194
other	1	0.00145
-- sequential cells by signal, indices dropped and copies added (netlist names) --
signal and flops:
ovf 1, bit_time_count 19, RxRdy 1, pstate 3, bit_count 4, ferr 1, perr 1, shift_out 10
-- layout make-up --
cell class / count / area (sq um)
clock buffers: 6 / 72.6
inverters: 15 / 56.3
well taps: 67 / 83.8
clock inverters: 2 / 35.0
repair buffers: 38 / 375
fillers: 429 / 1800
multi-input cells: 199 / 1420
flip-flops and latches: 40 / 1000
-- power by group --
part           switching (uW)  leakage (uW)  internal, uW
Sequential            0.00101      0.000555           249
Clock                    84.8     0.0000552           114
Combinational            23.0      0.000570          22.9
-- layout by cell type, fill, tap and decap left out, types with 8 or more instances in the layout --
cell type and n:
a22oi_1 8, clkdlybuf4s50_1 36, dfrtp_1 39, inv_1 15
mux2_2 9, mux2i_1 14, nand2_1 17, nor2_1 27
o21ai_0 16, xnor2_1 27, xor2_1 11
-- routing by layer --
metal,part of all wire,global-route usage
met5,0,0
met4,0.015,0.0299
met2,0.47,0.343
met3,0.032,0.0374
met1,0.48,0.316
-- per-stage QoR --
step	area [sq um]	power, uW
floorplan	2580	276
global placement	2940	300
detailed placement	2940	300
CTS	3050	500
global route	3050	514
finish	3050	493
Power figures rest on the tool's default switching activity, not on a simulated workload.
